$ cat /design/flow/run.sh
#!/bin/bash
# OpenROAD 26Q1-2900-gdf79404cd8, Yosys 0.63+post, stock flow scripts
make -C /OpenROAD-flow-scripts/flow DESIGN_CONFIG=/design/flow/config.mk WORK_HOME=/design/flow/orfs finish
$ cat /design/flow/config.mk
export PLATFORM = sky130hd
export DESIGN_NAME = WB
export DESIGN_NICKNAME = WB
export VERILOG_FILES = /design/flow/design.v
export SDC_FILE = /design/flow/constraint.sdc
export NUM_CORES = 4
export LEC_CHECK = 1
export CORE_AREA = 10 10 70 70
export DIE_AREA = 0 0 80 80
$ cat /design/flow/constraint.sdc
current_design WB

set clk_period 1.0
set clk_io_pct 0.2

create_clock -name clk0 -period $clk_period

set non_clock_inputs [all_inputs -no_clocks]
set_input_delay [expr $clk_period * $clk_io_pct] -clock clk0 $non_clock_inputs
set_output_delay [expr $clk_period * $clk_io_pct] -clock clk0 [all_outputs]
$ cat /design/flow/design.v
`timescale 1ns / 1ps
module WB(
    input [31:0] ALUResult_W,
    input [31:0] Read_Data,
    input MemToReg_W,
    output [31:0] Write_Data
);
mux2X1 #(.DATA_BITS(32)) result_mux  (
    .a(ALUResult_W),
    .b(Read_Data),
    .sel(MemToReg_W),
    .data_out(Write_Data)
);
endmodule
`timescale 1ns / 1ps
module mux2X1 #(
    parameter DATA_BITS = 32
)(
    input [DATA_BITS - 1:0] a, b,
    input sel,
    output [DATA_BITS -1:0] data_out    
);
assign data_out = (sel == 0) ? a : b;
endmodule
==> out/results.md <==
| Parameter | Value |
|---|---|
| Switching power | 0.000132 W |
| Peak supply drop | 0.181 mV |
| Clkbuf count | 0 |
| Routed WL per cell | 15.7 um |
| Slowest cell on the critical path | sky130_fd_sc_hd__mux2_4 |
| Remaining max-slew budget at the tightest pin | 0.934 |
| Area added between synthesis and finish | 182% |
| Non-filler instance count after layout | 181 |
| Iteration tally of the first detailed-router pass | 4 |
| Count of warnings emitted by yosys | 0 |
| Post-route core utilization | 0.449 |
| Post-layout period usage of the worst path | 1.09 |
| Net switching share of the total power | 0.222 |
| Total power density per cell area | 386 nW/um^2 |
| Pin slew with the least headroom to its limit | 0.0989 ns |
| Final tally of hold violations | 0 |
| Top-Level Pins | 97 |
| # diodes | 0 |
| Post-layout minimum cycle time | 1.09 ns |
| Area of the die | 6400 um^2 |
| Share of post-route cells with drive strength above 1 | 0.526 |
| Combinational fraction of design power | 1.000 |
| Top cell type's share of synthesized area | 0.828 |
| Final GP Congestion | 0.759 |
| Number of pins with negative max-slew slack in the final report | 0 |
| DR vias | 708 |
| Combined flip-flop and latch cell area | 0 um^2 |
| Sequential cell fraction of total power | 0 |
| Hold Path Class | input port to output pin |
| Final wirelength | 2840 um |
| Inst Count DP | 177 |
| Dominant cells by area after synthesis | sky130_fd_sc_hd__mux2_4 83%, sky130_fd_sc_hd__buf_12 11%, sky130_fd_sc_hd__mux2_2 4.1% |
| Critical Path Max Stage Delay | 0.28 ns |
| Maximum frequency from static timing analysis | 0.921 GHz |
| Setup repair after global routing missed its margin | true |
| Result of the run | complete, but fails checks |
| CP delay by family, top | buffers and inverters |
| Total of fill cells in the finished design | 347 |
| GRT Overall Usage | 0.0799 |
| Met3 Track Usage GR | 0.0273 |
| Cell Int Power | 0.000461 W |
| DR vias/cell | 3.91 |
| Placed instance area | 1540 um^2 |
| Design area | 1530 um^2 |
| Area leader, netlist | sky130_fd_sc_hd__mux2_4 |
| Area reported by Yosys stat | 544 um^2 |
| Final-layout setup total negative slack | -2.39 ns |
| Final setup violation count | 32 |
| Mapped Area | 544 um^2 |
| Library cells used by synthesis | 4 |
| Met1 routing resource usage after global routing | 0.102 |
| Worst-path maximum fanout | 6 |
| CORE AREA | 3420 um^2 |
| Pin count of the biggest net entering global routing | 10 |
| Startpoint kind of the worst setup timing path | input port |
| Die W | 80 um |
| Required arrival time at the worst endpoint | 0.80 ns |
| Number of port buffers | 97 |
| Worst setup margin | -0.0858 ns |
| Sequence of cells on the critical path | buf_12 -> clkbuf_16 -> mux2_4 -> buf_2 |
| Max-cap violations | 0 |
| First-pass GRT wire length | 4170 um |
| Vertical die dimension | 80 um |
| Violated checks | setup timing |
| Number of rows created at floorplan | 21 |
| DRC errors left | 0 |
| Tool warnings | 34 |
| Initial core utilization | 0.159 |
| Initial antenna violation count | 0 |
| Flop count | 0 |
| Critical path arrival | 0.89 ns |
| GR Layer Usage met2 | 0.134 |
| Cell leakage power | 0.840 nW |
| Proportion of synthesized chip area in sequential cells | 0 |
| Initial DRC count | 10 |
| Overall power | 0.000592 W |
| Synth cell count leaders | 30 x sky130_fd_sc_hd__mux2_4, 3 x sky130_fd_sc_hd__buf_12, 2 x sky130_fd_sc_hd__mux2_2 |
| Category of the critical setup timing path | input port to output pin |
| Post-synthesis cell count from yosys | 36 |
| Most used standard cell by instance count after synthesis | sky130_fd_sc_hd__mux2_4 |
| GRT Max-Usage Layer | met2 |
| Part of the total power dissipated in the clock network | 0 |
| Kind of capture point of the worst setup path | output pin |
| Vias in the first global route | 770 |
| Syn_area_per_cell | 15.1 um^2 |
| GRT Residual Overflow | 0 |
| Number of buffer and inverter instances along the worst setup path | 3 |
| Number of nets still failing antenna checks after routing | 0 |
| Cells after Synth | 36 |
==> worst paths after layout <==
path / from / end / slack, ns / depth (start not counted)
worst max-delay path: MemToReg_W / Write_Data[25] / -0.09 / 4
worst min-delay path: ALUResult_W[24] / Write_Data[24] / 0.79 / 3
==> per-layer routing <==
metal	vias to the layer above	part of all wire
met2	51	0.48
met3	0	0.099
li1	340	-
met5	-	0
met4	0	0
met1	317	0.42
==> timing repair <==
action                                  in CTS  in global routing
pin swaps                                    0                  0
cloned                                       3                  1
resized                                    182                  4
endpoints found under the setup margin      32                 32
buffers inserted                             0                  0
hold buffers                                 0                  0
endpoints found under the hold margin        0                  0
==> logic make-up (layout without fill, tap and decap cells) <==
| group | Yosys count | in the layout | synth area share |
|---|---|---|---|
| buffers and inverters | 4 | 103 | 0.131 |
| muxes | 32 | 32 | 0.869 |
==> metrics by stage <==
step | setup slack, ns | hold WS, ns
2_1_floorplan | 0.0669 | 0.498
3_3_place_gp | -0.494 | 1.33
3_5_place_dp | -0.497 | 1.32
4_1_cts | -0.0876 | 0.800
5_1_grt | -0.106 | 0.809
6_report | -0.0858 | 0.795
==> power groups by stage <==
stage                 Clock, W  Combinational [W]  Sequential, W
after CTS                    0           0.000579              0
after global routing         0           0.000638              0
final                        0           0.000592              0
==> cells in the final DEF, fill, tap and decap left out <==
cell type	netlist	routed
sky130_fd_sc_hd__buf_16	0	3
sky130_fd_sc_hd__mux2_4	30	32
sky130_fd_sc_hd__buf_12	3	3
sky130_fd_sc_hd__clkbuf_16	0	1
sky130_fd_sc_hd__buf_2	0	15
sky130_fd_sc_hd__dlygate4sd2_1	0	64
sky130_fd_sc_hd__buf_6	1	17
==> cell type report <==
type,instances,area [um^2],share of cell area
well taps,46,57.6,0.0376
multi-input cells,32,480,0.313
repair buffers,103,995,0.649
Power and IR drop assume default switching activity.
